$ cat design.v
`timescale 1ns / 1ps
module romimage (
    input  clock,
    output led_sclk,
    output [6:1] led_l_sin,
    output [6:1] led_r_sin,
    output reg led_mode = 0,
    output led_blank,
    output led_xlat,
    output led_gsclk
  );
  parameter INDEX_MAX   = 576;
  parameter GSCLK_WIDTH = 15;
  reg [11:0] sins          = 0;
  reg [2:0]  sclk          = 0;
  reg        sclk_pulse    = 0;
  reg        sclk_stopped  = 0;
  reg        gsclk_pulse   = 0;
  reg [GSCLK_WIDTH - 1:0] gsclk =  0;
  reg        gsclk_stopped = 0;
  reg [2:0]  blank         = 0;
  reg [11:0] rom[INDEX_MAX*8-1:0];
  reg [12:0] index         = 0;
  reg [12:0] offset        = 0;
  assign {led_r_sin,led_l_sin} = sins;
  assign led_sclk     = sclk[2];
  assign led_gsclk    = gsclk[2];
  assign led_blank    = |blank;
  assign led_xlat     = blank > 1 && blank < 7 && index == 0;
  initial begin
    $readmemh("../image.hex", rom, 0, INDEX_MAX*8-1);
  end
  always @(posedge clock) begin
    sins = rom[index + offset];
    if (!sclk_stopped) begin
      {sclk_pulse, sclk} <= sclk + 1;
    end
    if (sclk_pulse) begin
      if (index == INDEX_MAX-1) begin
        index <= 0;
        offset <= offset == INDEX_MAX*7 ? 0 : offset + INDEX_MAX;
        sclk_stopped <= 1;
      end else begin
        index <= index + 1;
      end
    end
    if (blank == 0) begin
      {gsclk_pulse, gsclk} <= gsclk + 1;
      if (gsclk_stopped) begin
        sclk_stopped <= 0;
      end
      gsclk_stopped <= 0;
    end else begin
      blank <= blank + 1;
    end
    if (gsclk_pulse) begin
      gsclk_stopped <= 1;
      gsclk <= 0;
      blank <= 1;
    end
  end
endmodule
`timescale 1ns / 1ps
module toplevel(
    input clock,
    output led_sclk,
    output [6:1] led_l_sin,
    output [6:1] led_r_sin,
    input led_xerr,
    output led_mode,
    output led_blank,
    output led_xlat,
    output led_gsclk,
    output cpld_p8,
    output status_yellow,
    output status_orange,
    output status_red,
    output cpld_p2
  );
  parameter INDEX_MAX   = 576;
  parameter GSCLK_WIDTH = 15;
  romimage #(
    .INDEX_MAX(INDEX_MAX),
    .GSCLK_WIDTH(GSCLK_WIDTH)
  ) driver (
    .clock(clock),
    .led_sclk(led_sclk),
    .led_l_sin(led_l_sin),
    .led_r_sin(led_r_sin),
    .led_mode(led_mode),
    .led_blank(led_blank),
    .led_xlat(led_xlat),
    .led_gsclk(led_gsclk)
  );
  reg blank_previous    = 0;
  reg [9:0] blank_count = 0;
  assign status_yellow = blank_count[9];
  assign status_orange = 0;
  assign status_red    = !led_xerr;  
  assign cpld_p8       = led_blank;  
  assign cpld_p2       = 1;          
  always @(posedge clock) begin
    blank_previous <= led_blank;
    if (!blank_previous && led_blank) begin
        blank_count <= blank_count + 1;
    end
  end
endmodule
$ cat run.sh
#!/bin/bash
# OpenROAD 26Q1-2900-gdf79404cd8, Yosys 0.63+post, stock flow scripts
make -C /OpenROAD-flow-scripts/flow DESIGN_CONFIG=/design/flow/config.mk WORK_HOME=/design/flow/orfs finish
$ cat config.mk
export PLATFORM = sky130hd
export DESIGN_NAME = toplevel
export DESIGN_NICKNAME = toplevel
export VERILOG_FILES = /design/flow/design.v
export SDC_FILE = /design/flow/constraint.sdc
export NUM_CORES = 4
export LEC_CHECK = 1
export CORE_UTILIZATION = 40
export SYNTH_HDL_FRONTEND = slang
export SYNTH_MEMORY_MAX_BITS = 65536
$ cat constraint.sdc
current_design toplevel

set clk_period 2.4
set clk_io_pct 0.2

create_clock -name clk0 -period $clk_period [get_ports {clock}]

set non_clock_inputs [all_inputs -no_clocks]
set_input_delay [expr $clk_period * $clk_io_pct] -clock clk0 $non_clock_inputs
set_output_delay [expr $clk_period * $clk_io_pct] -clock clk0 [all_outputs]
==> impl_metrics.py <==
# Auto-generated metrics
metrics = {
    "outcome": {
        "status": "finished, final reports clean",
    },
    "route": {
        "routed-via-count": 1500,
        "route.detailed.drc": 0,
        "wl_mm": 3.36,
        "drtIter0Drc": 45,
        "via_density_per_instance": 4.79,
        "final_antenna_net_count": 0,
        "drt_pass1_iterations": 4,
        "route.detailed.wl_per_inst_um": 10.7,
        "detail_route.antenna_diodes": 0,
    },
    "die": {
        "rows": 27,
        "fp-utilization_pct": 42.5,
        "floorplan.core_area_um2": 5680,
        "die_width_um": 79.7,
        "floorplan.io_pins": 24,
        "die_h_um": 79.7,
        "design.die.area_um2": 6350,
    },
    "cts": {
        "clk_path_buf_depth": 2,
        "clock_tree.htree_level_count": 2,
        "insertion_delay_ns": 0.29,
        "clock_sinks": 49,
        "cts-hold-fix-buffers": 0,
        "tritoncts_clock_tree": "done",
        "cts_root_buffer": "sky130_fd_sc_hd__clkbuf_8",
        "clkSlewWorstSetupHoldPaths_ns": 0.08,
        "total_clock_buffers_created_by_cts": 5,
    },
    "global_route": {
        "pin_count_of_the_biggest_net_entering_global_routing": 23,
        "grt_first_pass_wirelength_mm": 5.98,
        "first_global_vias": 1355,
        "total_grt_usage_pct": 12.3,
        "gr-total-overflow": 0,
        "number_of_antenna_violations_at_the_first_check_in_global_routing": 0,
    },
    "yosys": {
        "synth_flop_count": 49,
        "synth_cell_type_count": 38,
        "yosys_warnings": 1,
        "mappedNetlistArea_um2": 2410,
        "synthesis.area_per_instance_um2": 10.6,
        "synth_sequential_area_ratio_pct": 52.3,
        "yosysChipArea_um2": 2410,
        "syn-instance-count": 228,
        "synth-cells-yosys": 228,
    },
    "power": {
        "internal_power_mw": 1.11,
        "p_per_area_nw_per_um2": 516,
        "p_sw_share_pct": 18.0,
        "static-leakage-power_nw": 1.08,
        "total_switching_power_mw": 0.245,
        "p_comb_share_pct": 0.3,
        "seq_power_share_pct": 64.5,
        "clock_power_share_pct": 35.2,
        "worst_ir_drop_vdd_v": 0.000280,
    },
    "placed_design": {
        "place_congestion": 0.852,
        "numPortBuffers": 8,
        "hpwl_mm": 2.33,
        "placed_area_um2": 2500,
    },
    "setup_path": {
        "worst_ep_arrival_time_ns": 1.78,
        "worst_ep_required_time_ns": 1.92,
        "reg2regPathDepth": 7,
        "critPathTopFamily": "buffers and inverters",
        "ff2ff_setup_slack_ns": 0.50,
        "r2r_end": "driver.gsclk[11]",
        "cp-startpoint": "driver.blank[0]",
        "worstSetupPathType": "flip-flop to output pin",
        "crit_chain": "inv_1 -> ha_1 -> nor2b_2 -> inv_6 -> clkdlybuf4s50_1",
        "critPathBufInv": 3,
        "timing.critical_path.depth": 5,
        "critical_path.slowest_cell": "sky130_fd_sc_hd__clkdlybuf4s50_1",
        "worst_setup_sp_type": "flip-flop",
        "reg2reg_from": "driver.blank[0]",
        "crit_end": "led_blank",
        "crit_path_end_kind": "output pin",
        "cp_max_fo": 12,
        "critical_path.max_stage_delay_ns": 0.47,
    },
    "layout": {
        "final_area_um2": 2640,
        "fillerInstances": 549,
        "relative_area_change_from_synthesis_to_final_layout_pct": 9.18,
        "share_of_cells_above_drive_strength_1_pct": 7.47,
    },
    "sta": {
        "timing.final.max_slew_violations": 0,
        "setup_repair_after_global_routing_missed_its_margin": "false",
        "highest_attainable_clock_frequency_mhz": 442,
        "worst_slew_margin_rel_pct": 52.7,
        "fin_crit_sh_pct": 94.4,
        "clock_skew_ns": 0.00908,
        "timing_worst_slew_pin_value_ns": 0.710,
        "report.final.setup_viol": 0,
        "finalHoldViolations": 0,
        "min_period_ns": 2.26,
        "tns_ns": 0,
    },
    "flow_run": {
        "max-cap-violations": 0,
        "warnings": 28,
    },
    "min_path": {
        "holdCritPathClass": "flip-flop to flip-flop",
    },
}
[cells in the final DEF (no fill, tap or decap), types with 2 or more instances in the layout]
| master | synthesis | final |
|---|---|---|
| sky130_fd_sc_hd__edfxtp_1 | 28 | 28 |
| sky130_fd_sc_hd__and4_1 | 3 | 3 |
| sky130_fd_sc_hd__nor4_1 | 3 | 2 |
| sky130_fd_sc_hd__a21oi_1 | 5 | 5 |
| sky130_fd_sc_hd__buf_4 | 16 | 4 |
| sky130_fd_sc_hd__nor3_1 | 3 | 2 |
| sky130_fd_sc_hd__xor2_1 | 15 | 15 |
| sky130_fd_sc_hd__conb_1 | 2 | 15 |
| sky130_fd_sc_hd__mux2_4 | 2 | 2 |
| sky130_fd_sc_hd__nor4_4 | 1 | 2 |
| sky130_fd_sc_hd__nor2_1 | 28 | 28 |
| sky130_fd_sc_hd__and3_1 | 4 | 4 |
| sky130_fd_sc_hd__clkbuf_1 | 3 | 2 |
| sky130_fd_sc_hd__ha_1 | 8 | 8 |
| sky130_fd_sc_hd__nand3_1 | 17 | 17 |
| sky130_fd_sc_hd__inv_1 | 9 | 9 |
| sky130_fd_sc_hd__dfxtp_1 | 21 | 21 |
| sky130_fd_sc_hd__a21o_1 | 3 | 3 |
| sky130_fd_sc_hd__nand2_1 | 19 | 18 |
| sky130_fd_sc_hd__clkbuf_8 | 0 | 6 |
| sky130_fd_sc_hd__nand4_1 | 6 | 6 |
| sky130_fd_sc_hd__clkdlybuf4s50_1 | 0 | 7 |
| sky130_fd_sc_hd__nor2b_1 | 3 | 3 |
| sky130_fd_sc_hd__xnor2_1 | 13 | 13 |
[what timing repair did]
item,in CTS,in global routing
endpoints found under the hold margin,0,0
resized,1,4
cloned,0,0
pin swaps,0,3
setup endpoints to repair,1,1
setup buffers,1,1
[layer usage]
metal	GRT usage, %	wire (µm)	up-vias
li1	-	-	781
met1	20.4	1800	689
met2	17.9	1390	23
met3	2.32	96	7
met4	1.82	66	0
met5	0	0	-
[registers in the layout, indices dropped and copies added, names as in the netlist]
register / count
driver.blank: 3
driver.gsclk_pulse: 1
driver.gsclk: 15
driver.sclk_stopped: 1
blank_count: 10
driver.sclk: 3
driver.index: 13
driver.sclk_pulse: 1
driver.gsclk_stopped: 1
blank_previous: 1
[worst min-delay path by stage]
stage	start	endpoint	slack, ns	depth (start not counted)
after CTS	driver.gsclk_stopped	driver.gsclk_stopped	0.47	1
after global routing	driver.gsclk[1]	driver.gsclk[1]	0.50	2
final	driver.gsclk_stopped	driver.gsclk_stopped	0.46	1
[stage by stage]
step	setup slack, ns	hold WS [ns]	std cells	utilization (%)	power, mW
after global placement	0.279	0.440	303	44.1	0.900
final	0.135	0.463	313	46.4	1.36
after global routing	0.0127	0.505	313	46.4	1.41
after CTS	0.0175	0.466	312	46.0	1.38
after floorplan	0.631	0.427	241	-	0.914
after detailed placement	0.230	0.446	303	44.1	0.900
[synth_stat cells (all sizes together)]
library cell  count  share of area [%]
edfxtp           28                 35
nor2             28                4.4
dfxtp            21                 17
nand2            19                3.0
buf              17                5.4
nand3            17                3.5
xor2             15                5.4
xnor2            13                4.7
inv              10                1.8
ha                8                4.1
nand4             6                1.6
a21oi             5                1.0
and3              4                1.0
nor2b             4                1.1
nor4              4                1.7
a21o              3               0.93
and4              3                1.1
clkbuf            3               0.47
mux2              3                1.7
nor3              3               0.62
conb              2               0.31
a211oi            1               0.31
a311oi            1               0.36
and2              1               0.26
and4b             1               0.41
mux2i             1               0.41
nand3b            1               0.31
nor3b             1               0.31
o21a              1               0.31
o21ai             1               0.21
o221ai            1               0.36
o31ai             1               0.31
or3               1               0.26
[worst reg2reg max path, cell delays in order (launching register included)]
cell,delay [ns]
sky130_fd_sc_hd__dfxtp_1,0.35
sky130_fd_sc_hd__inv_1,0.11
sky130_fd_sc_hd__ha_1,0.19
sky130_fd_sc_hd__nor2b_2,0.24
sky130_fd_sc_hd__inv_6,0.09
sky130_fd_sc_hd__nor4_4,0.37
sky130_fd_sc_hd__nand3_1,0.15
sky130_fd_sc_hd__mux2_4,0.31
[area by class of cell]
| class | instances | area [µm²] | area share [%] |
|---|---|---|---|
| sequential | 49 | 1260 | 47.9 |
| multi-input combinational | 162 | 1040 | 39.4 |
| timing repair buffer | 12 | 113 | 4.27 |
| clock buffer | 8 | 90.1 | 3.42 |
| tap | 72 | 90.1 | 3.42 |
| inverter | 10 | 42.5 | 1.61 |
[cells by family after synthesis]
logic type / synth area share, %
xor+xnor: 10.2
fa+ha+maj: 4.15
mux: 2.13
compound gates: 3.84
buf+inv: 7.67
flops: 52.3
other cells: 0.311
simple gates: 19.5
[power by group through the flow]
stage	Sequential [mW]	Combinational (mW)	Clock (mW)
after CTS	0.877	0.00396	0.501
after global routing	0.877	0.00534	0.528
final	0.877	0.00365	0.479
Power figures rest on the tool's default switching activity, not on a simulated workload.
